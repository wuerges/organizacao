==> design.v <==
module registerbank
    (input clk,
     input write,
     input [4:0] wrAddr,
     input [31:0] wrData,
     input [4:0] rdAddrA,
     output [31:0] rdDataA,
     input [4:0] rdAddrB,
     output [31:0] rdDataB);
    reg [31:0] mem [0:31];
    assign rdDataA = mem[rdAddrA];
    assign rdDataB = mem[rdAddrB];
    always @(posedge clk) begin
        if (write)
            mem[wrAddr] <= wrData;
    end  
endmodule
==> run.sh <==
#!/bin/bash
# OpenROAD 26Q1-2900-gdf79404cd8, Yosys 0.63+post, stock flow scripts
make -C /OpenROAD-flow-scripts/flow DESIGN_CONFIG=/design/flow/config.mk WORK_HOME=/design/flow/orfs finish
==> config.mk <==
export PLATFORM = sky130hd
export DESIGN_NAME = registerbank
export DESIGN_NICKNAME = registerbank
export VERILOG_FILES = /design/flow/design.v
export SDC_FILE = /design/flow/constraint.sdc
export NUM_CORES = 4
export LEC_CHECK = 1
export CORE_UTILIZATION = 30
==> constraint.sdc <==
current_design registerbank

set clk_period 8.5
set clk_io_pct 0.2

create_clock -name clk0 -period $clk_period [get_ports {clk}]

set non_clock_inputs [all_inputs -no_clocks]
set_input_delay [expr $clk_period * $clk_io_pct] -clock clk0 $non_clock_inputs
set_output_delay [expr $clk_period * $clk_io_pct] -clock clk0 [all_outputs]
==> results_slide.txt <==
Physical Implementation Snapshot

Drt
  • TritonRoute pass-1 iters: 7
  • Per-cell routed wire length: 27.1 microns
  • Final wirelength: about 150000 microns
  • Via count: around 31000
  • DRC violations left: 0
  • DR vias/cell: 5.43
  • 1st-iter DRT viols: between 2000 and 2500
  • Final ANT Viol Nets: 0

Floorplan
  • Core ar.: ~0.16 sq mm
  • Die area: between 0.15 and 0.2 sq mm
  • Std-Cell Rows: between 100 and 150
  • Die height: around 410 microns
  • Fp util: between 30% and 40%
  • Io pins: ~110
  • Die W: about 400 microns

Worst setup path
  • Critical Path Start: rdAddrB[0]
  • CP required: 6.80 ns
  • Worst Setup EP: rdDataB[8]
  • Critical path class: in -> out
  • Crit path DAT: 5.00 ns
  • Worst setup EP type: primary output
  • Critical path startpoint category: primary input
  • Crit path max fanout: 27

STA
  • Pins over their slew limit: 0
  • Peak Freq: ~150 MHz
  • RSZ-0062 raised after global routing: no
  • Slew HR: between 30% and 40%
  • Crit path time final: around 6.7 ns
  • Fin crit share: approximately four fifths
  • Final Worst Setup Slack: ~1.8 ns
  • Final setup fails: 0
  • Worst Tran Pin Value: roughly 1.0 ns
  • Final hold vios: 0
  • Setup Total Neg Slack: 0 ns

Logic synthesis
  • YS warnings: 1
  • Post-synth cell types: 23
  • Registers, synthesis: 1024
  • Simple Share, Synth: 4.71%
  • Post-synth ARST share: 0%
  • Commonest cells in the synthesized netlist: edfxtp_1, mux2i_1, nand2_1
  • Syn avg cell area: between 10 and 15 sq um
  • Ys flop type: edfxtp_1
  • YS chip area: a little under 0.05 sq mm
  • Top-area cell share: 63.0%
  • Mux frac, synth: between 20% and 30%
  • Synth Cell Area: between 0.04 and 0.05 sq mm
  • Flip-flops with a built-in enable: approximately 1000
  • Gate Count Post-Synth: ~3400
  • Adder Share, Synth: 0%
  • Area fraction in compound gates: 8.04%
  • XORs/XNORs by Area: 0%
  • Synth Seq Share: between 60% and 70%
  • Top logic family: multiplexers
  • # Cells Yosys: around 3400
  • Top cells, area: edfxtp_1, mux2i_1, a22oi_1
  • Post-synth top area cell: edfxtp_1

Clock network
  • CTS Hold Bufs: 0
  • Clk sinks: 1024
  • CTS Buf Count: between 100 and 150
  • Clk slew on worst S/H paths: around 0.06 ns
  • Post-CTS Setup Inserts: 0
  • CTS tree: built
  • CTS root buf: clkbuf_16
  • # resized after CTS: 0
  • Max Root-Sink Buffers: 3
  • Number of H-tree levels: 3

Place
  • Hpwl dp: roughly 87000 microns
  • Placed cell area: 0.0525 sq mm
  • RePlAce Congestion: 0.873
  • PortBufs: approximately 110
  • Cells after DPL: between 5000 and 6000
  • Post-placement setup slack: roughly 1.8 ns

Global routing
  • Grt ovf: 0
  • Largest net degree at the start of global routing: around 100
  • Initial antenna violation count: 9
  • Vias in the first global route: 31900
  • Total GRT Usage: 19.7%
  • First-pass GRT wire length: around 220000 microns

Run
  • Max-capacitance violation count: 0
  • Tool warning count: 26

Cells and area
  • Synth-to-Final Area Change: 14.5%
  • Max reg flops: 1024
  • Non-Filler Cell Area, Final: about 0.056 sq mm
  • Final non-filler cell total: 5724
  • Layout fillers: between 15000 and 20000
  • Biggest regs: mem x1024
  • Largest Register: mem
  • Share of post-route cells with drive strength above 1: under 10%

Outcome
  • Status: completed

Pwr
  • Leakage power: just over 0.02 uW
  • Worst vdd rail ir drop: 0.153 mV
  • Power density cells: 200 mW/mm^2

Min path
  • Hold Path Class: in -> reg
-- worst min path at each step --
stage,startpoint,endpoint,cells after the start
after CTS,wrData[12],mem[17][12],2
final,wrData[12],mem[4][12],2
after global routing,wrData[28],mem[11][28],2
-- routing by layer --
metal  GRT usage [%]  wire length, microns
met1            24.2                 56000
met2            30.2                 72200
met3            11.0                 20800
met4            5.99                  5840
met5               0                    82
-- cell type report --
type / instances / area, sq um / area share (%)
diodes: 1 / 2.50 / 0.00448
clock buffers: 125 / 2700 / 4.84
clock inverters: 63 / 623 / 1.12
multi-input cells: 2109 / 16800 / 30.0
flip-flops and latches: 1024 / 30700 / 55.1
well taps: 2160 / 2700 / 4.84
repair buffers: 242 / 2280 / 4.09
-- kinds of logic after synthesis --
logic type,Yosys count
multiplexers,1024
flip-flops,1024
AND-OR/OR-AND,576
AND/OR/NAND/NOR,509
buffers and inverters,253
-- layout by cell type, fill, tap and decap left out, types with 5 or more instances in the layout --
cell type        instances
mux2i_1               1024
clkdlybuf4s50_1        110
nand2_1                193
clkbuf_1                20
a31oi_1                 64
a22oi_1                192
nand3b_1                 5
bufinv_16               11
buf_4                  116
clkinv_2                18
nor2_4                  34
buf_12                  14
clkbuf_16              105
a21oi_1                192
a22o_1                 128
clkinv_1                26
nand3_1                194
edfxtp_1              1024
nor3_1                  64
-- metrics by stage --
stage | hold WS [ns] | util [%] | total power [uW]
after floorplan | 1.80 | - | 6330
after global placement | 2.53 | 32.6 | 6780
after detailed placement | 2.53 | 32.6 | 6780
after CTS | 1.78 | 34.7 | 11300
after global routing | 1.82 | 34.7 | 11500
final | 1.81 | 34.7 | 11200
-- report_power, final --
| group | total [uW] | leakage (uW) | switching (uW) | internal [uW] |
|---|---|---|---|---|
| Sequential | 5640 | 0.00922 | 23.8 | 5620 |
| Combinational | 1040 | 0.00927 | 651 | 390 |
| Clock | 4510 | 0.00163 | 1920 | 2590 |
| Total | 11200 | 0.0201 | 2600 | 8600 |
-- worst max-delay path, cell delays in order --
cell and delay [ns]:
clkdlybuf4s50_1 0.63, nor2b_4 0.78, buf_4 0.58, a22o_1 0.23, nor3_1 0.04, a31oi_1 0.35
nand3_1 0.21, clkdlybuf4s50_1 0.46
Power is estimated from default activity; no workload was simulated.
